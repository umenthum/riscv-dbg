## flow/config.mk

```make
export PLATFORM = sky130hd
export DESIGN_NAME = debug_rom
export DESIGN_NICKNAME = debug_rom
export VERILOG_FILES = /design/flow/design.v
export SDC_FILE = /design/flow/constraint.sdc
export NUM_CORES = 4
export LEC_CHECK = 1
export CORE_AREA = 10 10 85 85
export DIE_AREA = 0 0 95 95
```

## flow/constraint.sdc

```tcl
current_design debug_rom

set clk_period 2.7
set clk_io_pct 0.2

create_clock -name clk0 -period $clk_period [get_ports {clk_i}]

set non_clock_inputs [all_inputs -no_clocks]
set_input_delay [expr $clk_period * $clk_io_pct] -clock clk0 $non_clock_inputs
set_output_delay [expr $clk_period * $clk_io_pct] -clock clk0 [all_outputs]
```

## flow/design.v

```verilog
module debug_rom (
  input  logic         clk_i,
  input  logic         req_i,
  input  logic [63:0]  addr_i,
  output logic [63:0]  rdata_o
);
  localparam int unsigned RomSize = 19;
  const logic [RomSize-1:0][63:0] mem = {
    64'h00000000_7b200073,
    64'h7b302573_7b202473,
    64'h10852423_f1402473,
    64'ha85ff06f_7b302573,
    64'h7b202473_10052223,
    64'h00100073_7b302573,
    64'h7b202473_10052623,
    64'h00c51513_00c55513,
    64'h00000517_fd5ff06f,
    64'hfa041ce3_00247413,
    64'h40044403_00a40433,
    64'hf1402473_02041c63,
    64'h00147413_40044403,
    64'h00a40433_10852023,
    64'hf1402473_00c51513,
    64'h00c55513_00000517,
    64'h7b351073_7b241073,
    64'h0ff0000f_04c0006f,
    64'h07c0006f_00c0006f
  };
  logic [$clog2(RomSize)-1:0] addr_q;
  always_ff @(posedge clk_i) begin
    if (req_i) begin
      addr_q <= addr_i[$clog2(RomSize)-1+3:3];
    end
  end
  always_comb begin : p_outmux
    rdata_o = '0;
    if (addr_q < $clog2(RomSize)'(RomSize)) begin
        rdata_o = mem[addr_q];
    end
  end
endmodule
```

## flow/run.sh

```bash
#!/bin/bash
# OpenROAD 26Q1-2900-gdf79404cd8, Yosys 0.63+post, stock flow scripts
make -C /OpenROAD-flow-scripts/flow DESIGN_CONFIG=/design/flow/config.mk WORK_HOME=/design/flow/orfs finish
```

==> ci_impl_report.md <==
### Flow metrics

| Metric | Value |
|---|---|
| Worst EP required | 2160 ps |
| Global-route wire length before repair | 8.80 mm |
| Antenna cell count | 0 |
| Setup violators final | 0 |
| Crit path max-delay family | buffers and inverters |
| Vias/cell | 5.12 |
| TNS Setup | 0 ps |
| Die Height | 95 um |
| WP buf/inv | 3 |
| Drt wl/cell | ~16 um |
| Post-synthesis adder-cell area fraction | 0.0699 |
| RSZ-0062 raised after global routing | true |
| Critical path launch point type | flop |
| Tool warnings | 93 |
| Final Slew Violations | 0 |
| CP Class | reg -> out |
| Max-Cap Viols | 0 |
| Hold path start | addr_i[6] |
| Longest Clk Path Bufs | 2 |
| Largest net degree at the start of global routing | 39 |
| Layout overhead on the synthesized area | 81.9% |
| Synth flops | 5 |
| And-or/or-and share of the synthesized area | 0.335 |
| GPL Wtd Cong | 0.909 |
| Initial antenna violation count | 0 |
| CP most frequent cell | buf_4 |
| Number of I/O pins | 130 |
| H-tree Lvls | 1 |
| Leak Pwr | 1.09 nW |
| Biggest regs | addr_q x5 |
| Status | completed |
| Mux area share | 0.0280 |
| Vias in the first global route | 1,815 |
| Core ar. | 5470 um2 |
| DRT Pass-1 Iters | 4 |
| Sink Count | 5 |
| VDD IR max | 0.000326 V |
| CP arrival | roughly 2100 ps |
| Final Routed Wirelength | 5.88 mm |
| # fillers | approximately 530 |
| Critical-path cell list | buf_4, a211oi_4, buf_4, a21oi_1, a31oi_1, clkdlybuf4s50_1 |
| Simple share | 0.294 |
| Hold/Removal Path Class | in -> reg |
| Layout cells sized above 1 | 0.233 |
| Residual DRC | 0 |
| Hold Path Sink | addr_q[3] |
| Cell count in the Yosys report | 220 |
| GRT overflow | 0 |
| Count of final hold-check violations | 0 |
| Chip area | 9030 um2 |
| Biggest register | addr_q |
| Cells after Synth | 220 |
| Minimum clock period | 2670 ps |
| CTS tree | built |
| Main logic family | AND-OR/OR-AND gates |
| Yosys warning count | 1 |
| Num CTS Buffers | 3 |
| DRT iter0 DRCs | 226 |
| GRT Total Usage | 0.117 |
| Max reg flops | 5 |
| Seq share, synth | 0.105 |
| Async S/R FF share, synth | 0 |
| Clock slew at reported path FFs | 30 ps |
| Slew HR | 0.629 |
| Floorplan Utilization | 0.262 |
| CTS Hold Bufs | 0 |
| Count of library flops with an enable pin | 5 |
| Distinct cells, synth | 43 |
| Critical path's slowest cell | clkdlybuf4s50_1 |
| Critical path capture point type | primary output |
| Util after Layout | 0.476 |
| Core Rows | 27 |
| Crit path largest cell delay | between 400 and 500 ps |
| Routed Antenna Nets | 0 |
| Final period utilization | 0.988 |
| Final Instance Area | 2600 um2 |
| Clock root cell | clkbuf_8 |
| Measured slew at the worst slew-check pin | 556 ps |
| P per Cell Area | around 310 nW/um2 |
| Top_reg_cell synth | edfxtp_1 |
| Synth Cell Area | 1430 um2 |
| Placed Instance Area | 2240 um2 |
| Maximum fanout along the worst path | 8 |
| Max frequency | 375 MHz |
| Chip Area, Yosys | ~1400 um2 |
| Port Buf Inserts | 68 |
| Die width | 95 um |
| Synth Area per Inst | 6.51 um2 |
| HPWL after DPL | roughly 4.4 mm |
| Detailed-route via count | 1,906 |
| Worst Hold Depth | 1 |
| XOR Share, Synth | 0 |
-- final cells by class --
| cell class | instances | area (um2) | area share |
|---|---|---|---|
| inverter | 10 | 37.5 | 0.0144 |
| multi-input combinational | 174 | 1210 | 0.465 |
| clock buffer | 4 | 45.0 | 0.0173 |
| sequential | 5 | 150 | 0.0577 |
| tap | 72 | 90.1 | 0.0346 |
| timing repair buffer | 107 | 1070 | 0.411 |
-- cell usage in the layout (no fill, tap or decap), drive strengths merged, types with 6 or more instances in the layout --
master         instances
o21ai                 13
nand2                 16
clkdlybuf4s50         62
nand2b                 9
dlymetal6s2s           6
nor2b                 10
a211oi                 7
buf                   38
a21oi                 31
nor3                   8
nor2                  23
ha                     8
inv                   10
-- cell usage after synthesis, types with 3 or more instances --
cell / count / area (um2)
a21oi_1: 30 / 150
nor2_1: 23 / 86.3
nand2_1: 16 / 60.1
buf_2: 13 / 65.1
buf_4: 13 / 97.6
inv_1: 10 / 37.5
nor2b_1: 10 / 62.6
o21ai_0: 10 / 50.1
nand2b_1: 9 / 56.3
ha_1: 8 / 100
nor3_1: 8 / 40.0
a211oi_1: 6 / 45.0
a31oi_1: 5 / 31.3
edfxtp_1: 5 / 150
or3_1: 5 / 31.3
mux2i_1: 4 / 40.0
a21o_1: 3 / 22.5
and2_1: 3 / 18.8
nor3b_1: 3 / 22.5
o21ai_1: 3 / 15.0
or2_1: 3 / 18.8
-- kinds of logic (layout without fill, tap and decap cells) --
group,after synthesis,after routing
and+or+nand+nor,84,84
AOI/OAI and AO/OA,76,76
buffers and inverters,42,121
adders and majority gates,8,8
DFF,5,5
muxes,4,4
other,1,2
-- report_power, final --
group	internal [W]	leakage (nW)	switching (W)	total (W)
clock	0.000101	0.0228	0.0000345	0.000136
combinational	0.000330	1.02	0.000247	0.000577
sequential	0.0000934	0.0489	0.00000829	0.000102
-- timing repair --
| item | CTS | global route |
|---|---|---|
| pin swaps | 0 | 8 |
| gates cloned | 0 | 1 |
| resized | 14 | 36 |
| buffers inserted | 0 | 8 |
| endpoints found under the setup margin | 19 | 31 |
-- stage by stage --
stage,power [W],worst slack (ps),hold WS [ps],cells
final,0.000814,33.4,876,372
after global placement,0.000604,118,1100,359
after detailed placement,0.000604,132,1100,359
after floorplan,0.000327,467,639,221
after CTS,0.000760,-31.2,872,363
after global routing,0.000879,-76.8,873,372
-- metal layers --
layer,track usage,wire [um],up-vias
met5,0,0,-
li1,-,-,930
met4,0.0224,95,0
met3,0.0248,713,12
met2,0.194,2660,104
met1,0.155,2420,860
-- worst max-delay path by stage --
stage | startpoint | to | cells past startpoint
after global routing | addr_q[3] | rdata_o[48] | 6
after CTS | addr_q[1] | rdata_o[50] | 6
final | addr_q[3] | rdata_o[48] | 6
Power is estimated from default activity; no workload was simulated.
